$ cat /design/flow/config.mk
export PLATFORM = sky130hd
export DESIGN_NAME = ExceptionUnit
export DESIGN_NICKNAME = ExceptionUnit
export VERILOG_FILES = /design/flow/design.v
export SDC_FILE = /design/flow/constraint.sdc
export NUM_CORES = 4
export LEC_CHECK = 1
export CORE_UTILIZATION = 30
$ cat /design/flow/design.v
`timescale 1ns / 1ps
module CSRRegs(
    input clk, rst,
    input[11:0] raddr, waddr,
    input[31:0] wdata,
    input csr_w,
    input[1:0] csr_wsc_mode,
    input [31:0] mepc,
    input [31:0] mcause,
    input [31:0] mtval,
    input mret,
    input exception,
    input allow_interrupt,
    output[31:0] rdata,
    output[31:0] mstatus,
    output [31:0] mtvec,
    output [31:0] mepc_out
);
    reg[31:0] CSR [0:15];
    reg [1:0] privilege;     
    wire raddr_valid = raddr[11:7] == 5'h6 && raddr[5:3] == 3'h0;
    wire[3:0] raddr_map = (raddr[6] << 3) + raddr[2:0];
    wire waddr_valid = waddr[11:7] == 5'h6 && waddr[5:3] == 3'h0;
    wire[3:0] waddr_map = (waddr[6] << 3) + waddr[2:0];
    assign mstatus = CSR[0];
    assign rdata = CSR[raddr_map];
    always@(posedge clk or posedge rst) begin
        if (rst) begin
			CSR[0] <= 32'h88;
			CSR[1] <= 0;
			CSR[2] <= 0;
			CSR[3] <= 0;
			CSR[4] <= 32'hfff;
			CSR[5] <= 0;
			CSR[6] <= 0;
			CSR[7] <= 0;
			CSR[8] <= 0;
			CSR[9] <= 0;
			CSR[10] <= 0;
			CSR[11] <= 0;
			CSR[12] <= 0;
			CSR[13] <= 0;
			CSR[14] <= 0;
			CSR[15] <= 0;
            privilege <= 0;
		end
        else if(csr_w) begin
            case(csr_wsc_mode)
                2'b01: CSR[waddr_map] = wdata;
                2'b10: CSR[waddr_map] = CSR[waddr_map] | wdata;
                2'b11: CSR[waddr_map] = CSR[waddr_map] & ~wdata;
                default: CSR[waddr_map] = wdata;
            endcase            
        end else begin 
            if (exception || allow_interrupt || mret) begin
                CSR[9] <= mepc;
                CSR[10] <= mcause;
                CSR[11] <= mtval;
            end
            if (exception || allow_interrupt) begin
                CSR[0][3] <= 0;                
                CSR[0][7] <= CSR[0][3];        
                CSR[0][12:11] <= privilege;    
                privilege <= CSR[0][12:11];
            end else if (mret) begin
                CSR[0][3] <= CSR[0][7];
                CSR[0][7] <= 1;
                CSR[0][12:11] <= 3;
                privilege <= CSR[0][12:11];
            end
        end
    end
    assign mtvec = CSR[5];
    assign mepc_out = CSR[9];
endmodule
`timescale 1ns / 1ps
module ExceptionUnit(
    input clk, rst,
    input csr_rw_in,
    input[1:0] csr_wsc_mode_in,
    input csr_w_imm_mux,
    input[11:0] csr_rw_addr_in,
    input[31:0] csr_w_data_reg,
    input[4:0] csr_w_data_imm,
    output[31:0] csr_r_data_out,
    input interrupt,
    input illegal_inst,
    input l_access_fault,
    input s_access_fault,
    input ecall_m,
    input mret,
    input[31:0] epc_cur,
    input[31:0] epc_next,
    output[31:0] PC_redirect,
    output redirect_mux,
    output reg_FD_flush, reg_DE_flush, reg_EM_flush, reg_MW_flush, 
    output RegWrite_cancel,
    input [31:0] addr,
    input [31:0] inst
);
    reg[11:0] csr_raddr, csr_waddr;
    reg[31:0] csr_wdata;
    reg csr_w;
    reg[1:0] csr_wsc;
    wire[31:0] mstatus;
    reg [31:0] mepc;
    wire [31:0] mepc_out;
    reg [31:0] mcause;
    reg [31:0] mtval;
    wire [31:0] mtvec;
    wire exception = illegal_inst || l_access_fault || s_access_fault || ecall_m;
    wire allow_interrupt = interrupt && mstatus[3];
    reg Reg_FD_flush;
    reg Reg_DE_flush;
    reg Reg_EM_flush;
    reg Reg_MW_flush;
    reg Reg_RegWrite_cancel;
    reg [31:0] reg_PC_redirect;
    reg reg_redirect_mux;
    CSRRegs csr(
        .clk(clk),
        .rst(rst),
        .csr_w(csr_w),
        .raddr(csr_raddr),
        .waddr(csr_waddr),
        .wdata(csr_wdata),
        .rdata(csr_r_data_out),
        .mstatus(mstatus),
        .csr_wsc_mode(csr_wsc),
        .mepc(mepc),
        .mcause(mcause),
        .mtval(mtval),
        .mret(mret),
        .exception(exception),
        .allow_interrupt(allow_interrupt),
        .mtvec(mtvec),
        .mepc_out(mepc_out)
);
    always @(*) begin   
        if (rst) begin
            csr_raddr = 0;
            csr_waddr = 0;
            csr_wdata = 0;
            csr_w = 0;
            csr_wsc = 0;
            mepc = 0;
            Reg_FD_flush = 0;
            Reg_DE_flush = 0;
            Reg_EM_flush = 0;
            Reg_MW_flush = 0;
            Reg_RegWrite_cancel = 0;
        end
        if (csr_rw_in) begin
            csr_raddr = csr_rw_addr_in;             
            if (csr_wsc_mode_in) begin              
                csr_waddr = csr_rw_addr_in;
                if (csr_w_imm_mux)                  
                    csr_wdata = csr_w_data_imm;
                else
                    csr_wdata = csr_w_data_reg;
                csr_w = 1;
                csr_wsc = csr_wsc_mode_in;             
            end else begin                          
                csr_waddr = 0;
                csr_wdata = 0;
                csr_w = 0;
                csr_wsc = 0;
            end
        end else begin                              
            csr_waddr = 0;
            csr_wdata = 0;
            csr_w = 0;
            csr_wsc = 0;
        end
        if (interrupt)
            mepc = epc_next;      
        else if (exception)
            mepc = epc_cur;       
        else
            mepc = mepc;          
        if (exception || allow_interrupt) begin
            reg_PC_redirect = mtvec;
            reg_redirect_mux = 1;
            if (illegal_inst)
                mtval = inst;
            else if (l_access_fault || s_access_fault)
                mtval = addr;
            else
                mtval = epc_cur;
            if (interrupt)                    
                mcause = 32'h8000000B;       
            else if (illegal_inst)            
                mcause = 2;                  
            else if (l_access_fault)          
                mcause = 5;
            else if (s_access_fault)          
                mcause = 7;
            else if (ecall_m)                 
                mcause = 11;
        end else if (mret) begin
            reg_PC_redirect = mepc_out;
            reg_redirect_mux = 1;
            mtval = 0;
            mcause = 0;
        end else begin
            reg_PC_redirect = 0;
            reg_redirect_mux = 0;
            mtval = 0;
            mcause = 0;
        end
        if (allow_interrupt) begin
            Reg_FD_flush = 0;
            Reg_DE_flush = 0;
            Reg_EM_flush = 0;
            Reg_MW_flush = 0;
            Reg_RegWrite_cancel = 0;       
        end else if (exception || mret) begin
            Reg_FD_flush = 1;
            Reg_DE_flush = 1;
            Reg_EM_flush = 1;
            Reg_MW_flush = 1;
            Reg_RegWrite_cancel = 1;
        end else begin
            Reg_FD_flush = 0;
            Reg_DE_flush = 0;
            Reg_EM_flush = 0;
            Reg_MW_flush = 0;
            Reg_RegWrite_cancel = 0;
        end
    end
    assign reg_FD_flush = Reg_FD_flush;
    assign reg_DE_flush = Reg_DE_flush;
    assign reg_EM_flush = Reg_EM_flush;
    assign reg_MW_flush = Reg_MW_flush;
    assign RegWrite_cancel = Reg_RegWrite_cancel;
    assign PC_redirect = reg_PC_redirect;
    assign redirect_mux = reg_redirect_mux;
endmodule
$ cat /design/flow/run.sh
#!/bin/bash
# OpenROAD 26Q1-2900-gdf79404cd8, Yosys 0.63+post, stock flow scripts
make -C /OpenROAD-flow-scripts/flow DESIGN_CONFIG=/design/flow/config.mk WORK_HOME=/design/flow/orfs finish
$ cat /design/flow/constraint.sdc
current_design ExceptionUnit

set clk_period 7.8
set clk_io_pct 0.2

create_clock -name clk0 -period $clk_period [get_ports {clk}]

set non_clock_inputs [all_inputs -no_clocks]
set_input_delay [expr $clk_period * $clk_io_pct] -clock clk0 $non_clock_inputs
set_output_delay [expr $clk_period * $clk_io_pct] -clock clk0 [all_outputs]
==> impl_metrics.env <==
# yosys + openroad results
export IMPL_ys_cells=3430
export IMPL_cp_start_kind="primary input"
export IMPL_fp_util_pct=30.2
export IMPL_post_place_ws_ps=1610
export IMPL_max_vdd_ir_drop_v=0.000156
export IMPL_drc_errors=0
export IMPL_synth_area_um2=30200
export IMPL_slew_headroom_pct=18.8
export IMPL_ys_chip_area_um2=30200
export IMPL_rows=116
export IMPL_cts_root_buf="clkbuf_16"
export IMPL_postLayoutSetupSlackWorst_ps=1620
export IMPL_status="finished, final reports clean"
export IMPL_die_w_um=319
export IMPL_yosysUniqueCellTypes=100
export IMPL_min_period_over_period_pct=79.3
export IMPL_clock_skew_ps=14.4
export IMPL_ys_flops=555
export IMPL_crit_slowest_cell="or4_2"
export IMPL_area_growth_syn_to_layout_pct=20.1
export IMPL_clockBufferDepth=3
export IMPL_synth_async_reset_ratio_pct=92.6
export IMPL_vias_per_cell=6.15
export IMPL_post_cts_setup_buffers=0
export IMPL_grt_ovfl_total=0
export IMPL_untimed_endpoints=41
export IMPL_top_area_cell="dfrtp_1"
export IMPL_unclocked_pins=41
export IMPL_hold_buffers=0
export IMPL_hp_class="flop to flop"
export IMPL_syn_area_per_cell_um2=8.81
export IMPL_io_pins=259
export IMPL_layout_cells_non_filler=4937
export IMPL_cts_resized=0
export IMPL_reg2reg_from="csr.CSR[0][3]"
export IMPL_synthCells=3430
export IMPL_cts_tree="yes"
export IMPL_finalCriticalPeriod_ps=6180
export IMPL_cp_required_ps=6240
export IMPL_slew_viol_final=0
export IMPL_drtIter0Drc=3301
export IMPL_tool_warnings=42
export IMPL_clock_latency_ps=650
export IMPL_drv_cap=0
export IMPL_worst_slew_pin_slew_ps=1210
export IMPL_cts_htree_levels=2
export IMPL_routedWlPerCell_um=32.9
export IMPL_design_area_um2=36300
export IMPL_ant_nets=0
export IMPL_antenna_found_initial=8
export IMPL_core_area_um2=100000
export IMPL_num_vias=30368
export IMPL_max_clock_freq_mhz=162
export IMPL_synthFlopType="dfrtp_1"
export IMPL_top_area_share_pct=41.4
export IMPL_post_dp_hpwl_um=108000
export IMPL_grt_use_total_pct=32.6
export IMPL_crit_type="primary input to primary output"
export IMPL_rr_endpoint="csr.CSR[11][5]"
export IMPL_pwr_density_cell_nw_per_um2=208
export IMPL_dr_pass1_iters=8
export IMPL_placed_cell_area_um2=34300
export IMPL_grt_pass1_wl_um=229000
export IMPL_leakage_nw=14.9
export IMPL_worstHoldEndpoint="csr.CSR[4][11]"
export IMPL_drive_gt1_share_pct=13.1
export IMPL_die_y_um=319
export IMPL_crit_arrival_ps=4620
export IMPL_synth_warnings=3
export IMPL_rsz0062_at_grt="no"
export IMPL_rr_worst_depth=6
export IMPL_slowest_delay_ps=710
export IMPL_cp_end_kind="primary output"
export IMPL_hp_start="csr.CSR[4][11]"
export IMPL_setup_violations=0
export IMPL_dp_cells=4822
export IMPL_path_max_fanout=37
export IMPL_port_buffers=250
export IMPL_path_cells="clkdlybuf4s50_1 -> or4_2 -> buf_4 -> a21oi_4 -> buf_4 -> nand3_1 -> nand2_1 -> clkdlybuf4s50_1"
export IMPL_grt_max_degree=123
export IMPL_hold_viol_final=0
export IMPL_final_util_pct=36.3
export IMPL_gp_congestion=1.06
export IMPL_whs_path_depth=2
export IMPL_die_area_um2=102000
export IMPL_wirelength_um=162000
export IMPL_synthTopCellsByArea="dfrtp_1 (41%), nand2_1 (8.5%), o21ai_0 (6.9%), mux2i_1 (4.0%), mux2_2 (3.6%)"
export IMPL_numCtsBuffers=58
export IMPL_synth_edff_count=0
export IMPL_grt_pass1_vias=29562
export IMPL_rrSetupSlack_ps=4920
export IMPL_clkTransAtPathRegs_ps=60
[state kept, by name, indices dropped and copies added (netlist names)]
register / count
csr.CSR: 512
mepc: 32
mcause: 5
csr_raddr: 4
csr.privilege: 2
[where the power goes]
group / internal, W / total, W / switching, W
registers: 0.00300 / 0.00334 / 0.000341
logic: 0.000500 / 0.00127 / 0.000769
clock network: 0.00172 / 0.00294 / 0.00121
[per-stage QoR]
stage | power [W] | TNS [ps] | hold WS, ps
floorplan | 0.00395 | -364440 | 458
global placement | 0.00459 | 0 | 472
detailed placement | 0.00460 | 0 | 480
CTS | 0.00751 | 0 | 489
global route | 0.00779 | 0 | 520
finish | 0.00754 | 0 | 490
[worst max path at each step]
stage / to / from / slack [ps]
4_1_cts: PC_redirect[11] / l_access_fault / 1600
5_1_grt: PC_redirect[21] / l_access_fault / 1500
6_report: PC_redirect[21] / l_access_fault / 1620
[layout make-up]
class | count | area (um2)
sequential | 555 | 13500
inverter | 26 | 101
clock inverter | 24 | 325
clock buffer | 81 | 1680
timing repair buffer | 416 | 3760
fill | 9980 | 63700
tap | 1298 | 1620
antenna | 10 | 25.0
multi-input combinational | 2527 | 15300
[placed cells by master, fill, tap and decap left out, drive strengths merged, types with 10 or more instances in the layout]
cell / Yosys / final
dfrtp: 500 / 500
nand2b: 13 / 13
mux2: 98 / 98
a32oi: 23 / 23
dfstp: 14 / 14
nand4: 17 / 17
clkinv: 1 / 15
o211ai: 14 / 14
a222oi: 30 / 30
diode: 0 / 10
clkbuf: 187 / 81
a221o: 10 / 10
inv: 25 / 24
nor4: 10 / 10
nor2: 214 / 214
o22ai: 14 / 14
nand3: 81 / 81
clkdlybuf4s50: 0 / 243
o221ai: 10 / 10
dlxtn: 41 / 41
a21oi: 106 / 106
a221oi: 37 / 37
a32o: 21 / 21
and2: 17 / 17
o22a: 21 / 21
o21ai: 459 / 459
buf: 139 / 173
a22oi: 139 / 139
mux2i: 120 / 120
a31oi: 90 / 90
a22o: 42 / 42
nor2b: 19 / 19
o31ai: 10 / 10
o2bb2ai: 26 / 26
o2111ai: 15 / 15
a2bb2oi: 12 / 12
nand2: 681 / 681
nor3: 46 / 46
[synthesized netlist by cell type (7+ instances only)]
library cell and instances:
nand4_1 17, buf_6 14, a21oi_1 105, a211oi_1 8, a32oi_1 19, nand2_1 681
mux2i_1 120, a31oi_1 86, buf_2 83, o22a_1 21, clkbuf_1 187, a221o_1 10
nor4_1 9, dfstp_2 14, o21ai_0 414, o2bb2ai_1 26, nand2b_1 13, a41oi_1 8
a221oi_1 37, a2bb2oi_1 10, dfrtp_1 500, dlxtn_1 41, o22ai_1 14, nand3b_1 9
o21ai_1 43, a32o_1 20, buf_1 13, nor2_1 212, nor3_1 39, o32a_1 7
inv_1 25, and2_1 14, nor4b_1 7, a22o_1 42, a222oi_1 30, o2111ai_1 15
buf_4 29, mux2_2 97, o221ai_1 9, nand3_1 80, o211ai_1 13, a22oi_1 139
nor2b_1 19
[routing by layer]
| metal | GRT usage [%] | wire (um) |
|---|---|---|
| met5 | 0.189 | 162 |
| met3 | 16.0 | 22900 |
| met4 | 20.8 | 13300 |
| met1 | 40.8 | 59100 |
| met2 | 45.0 | 66900 |
[worst max-delay path, delay by kind of cell]
kind                   cells  cell delay (ps)
and+or+nand+nor            3             1000
buffers and inverters      4             1800
AOI/OAI and AO/OA          1              190
[kinds of logic after synthesis]
family	count (synthesis)	synth area share [%]
other	1	0.0124
xor gates and xnor gates	1	0.0290
latches	41	2.04
buffers and inverters	352	5.42
AOI/OAI and AO/OA	1139	25.3
and+or+nand+nor	1161	16.8
DFF	514	42.6
muxes	221	7.85
No activity file was given, so power comes from the tool's default toggle rates.
